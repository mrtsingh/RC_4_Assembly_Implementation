==> flow/design.v <==
`timescale 1ns / 1ps
module copy(output [3:0] out1,addo1,
input[3:0] in1,addi1,addi2,in2,
input clk,en
    );
       reg [3:0] S [0:15];
reg [3:0] temp_out1;
assign out1 = temp_out1;
always @ (posedge clk)
begin
    if(en)
        begin
            temp_out1 <= S[addo1];
        end
     else
        begin
            S[addi1] <= in1;
            S[addi2] <= in2;
        end
end
endmodule
==> flow/run.sh <==
#!/bin/bash
# OpenROAD 26Q1-2900-gdf79404cd8, Yosys 0.63+post, stock flow scripts
make -C /OpenROAD-flow-scripts/flow DESIGN_CONFIG=/design/flow/config.mk WORK_HOME=/design/flow/orfs finish
==> flow/config.mk <==
export PLATFORM = sky130hd
export DESIGN_NAME = copy
export DESIGN_NICKNAME = copy
export VERILOG_FILES = /design/flow/design.v
export SDC_FILE = /design/flow/constraint.sdc
export NUM_CORES = 4
export LEC_CHECK = 1
export CORE_AREA = 10 10 70 70
export DIE_AREA = 0 0 80 80
==> flow/constraint.sdc <==
current_design copy

set clk_period 1.9
set clk_io_pct 0.2

create_clock -name clk0 -period $clk_period [get_ports {clk}]

set non_clock_inputs [all_inputs -no_clocks]
set_input_delay [expr $clk_period * $clk_io_pct] -clock clk0 $non_clock_inputs
set_output_delay [expr $clk_period * $clk_io_pct] -clock clk0 [all_outputs]
==> flow_metrics.tcl <==
# place-and-route summary
set metrics [dict create \
    outcome "finished clean" \
    hold_viol 0 \
    lay_top_count "sky130_fd_sc_hd__clkdlybuf4s50_1" \
    fillCellCount 390 \
    cts_root_buf "sky130_fd_sc_hd__clkbuf_4" \
    grt_antenna_before_repair 0 \
    areaGrowthSynthToFinish_pct 80.9 \
    fmax_ghz 0.548 \
    logic_area_um2 95.1 \
    yosysCellCount 21 \
    syn_inst 21 \
    drv.max_cap_violation_count 0 \
    setup-tns-final_ps 0 \
    worstSkewPairLatency_ps 250 \
    arrival_ps 1820 \
    route.layer.met1.wl_um 411 \
    boundaryPins 26 \
    grt_first_pass_wirelength_um 1480 \
    vias 246 \
    internal-power_mw 0.318 \
    openroad.warnings 25 \
    clock_power_share_pct 32.6 \
    maximum_number_of_pins_on_one_net_before_global_route_repair 6 \
    dp_worst_slack_ps -186 \
    final_period_minus_worst_setup_slack_ps 1830 \
    finalWorstSetupSlack_ps 74.5 \
    place_inst 89 \
    synth.cell_area_um2 354 \
    post_layout_nonfiller_instances 92 \
    antenna-diode-count 0 \
    ctsHoldBuffers 0 \
    ys_seq_elements 8 \
    drt_drc_violations_left 0 \
    finalMaxSlewViolations 0 \
    final_cell_mix "sky130_fd_sc_hd__clkdlybuf4s50_1, sky130_fd_sc_hd__edfxtp_1, sky130_fd_sc_hd__mux2_2, sky130_fd_sc_hd__conb_1, sky130_fd_sc_hd__clkbuf_4" \
    yosys_warnings 5 \
    synthDominantAreaCellType "sky130_fd_sc_hd__edfxtp_1" \
    chip_area_um2 6400 \
    detailedRoute.firstIterationViolations 4 \
    drt-vias-per-instance 2.67 \
    comb_power_share_pct 14.4 \
    global_route.usage.total_pct 3.04 \
    row_count 21 \
    drt-wirelength-per-cell_um 9.20 \
    startpoint_types "input port" \
    skew_ps 2.08 \
    route.antenna.remaining_nets 0 \
    final_layout_size_suffix_gt1_share_pct 23.9 \
    route.final.wire_length_um 846 \
    post-cts-setup-buffer-count 0 \
    yosys.cell_types.count 8 \
    cts_inserted_buffers 3 \
    io_buffer_count 21 \
    cell_area_power_density_nw_per_um2 600 \
    finalClockPeriodUsage_pct 96.1 \
    rsz0062_at_grt "false" \
    ctsResizeCount 0 \
    power.leakage_nw 0.216 \
    critical_path_class "in -> reg" \
    yosys_area_um2 354 \
    finalWeightedCongestion 0.693 \
    crit_path_max_incr_delay_ps 560 \
    crit_chain "clkdlybuf4s50_1 > or4_4 > nor2_4 > mux2_2" \
    critPathCaptureType "register" \
    placed_cell_area_um2 618 \
    top_cells_by_area "sky130_fd_sc_hd__edfxtp_1, sky130_fd_sc_hd__mux2_2, sky130_fd_sc_hd__buf_4" \
    clock_sink_count 8 \
    die_x_um 80 \
    critical_path.top_delay_family "simple AND/OR/NAND/NOR gates" \
    cp_num_buf_inv 1 \
    grt_pass1_vias 334 \
    tritoncts "yes" \
    net-switching-power_mw 0.0665 \
    setup_violations 0 \
    vdd.ir_drop.worst_uv 289 \
    fp_core_util_pct 10.4 \
    top_area_cell_share_pct 67.8 \
    deepest_clock_path_buffer_count 2 \
    crit_path_max_fanout 4 \
    sequentialPowerShare_pct 53.1 \
    met2_wirelength_um 237 \
    final_core_utilization_pct 18.8 \
    minimum_hold_slack_ps 412 \
    topRoutingLayerUsed "met4" \
    yosysSeqAreaShare_pct 67.8 \
    power.switching_fraction_pct 17.3 \
    die_h_um 80 \
    h-tree-depth 1 \
    clock_pin_slew_of_the_registers_on_the_worst_case_setup_and_hold_paths_ps 50 \
    globalRoute.totalOverflow 0 \
    worst_hold_path_type "reg -> reg" \
    detailroute.wirelength.met3_um 193 \
    critical-path-slowest-cell "sky130_fd_sc_hd__or4_4" \
    core_area_um2 3420 \
    average_instance_area_after_synthesis_um2 16.9 \
    hpwlAfterDp_um 746 \
    finalInstanceArea_um2 641 \
    report.power.total_mw 0.384 \
    drt_pre_antenna_iters 2 \
    flop_area_um2 240 \
    crit_required_ps 1900 \
]
final timing paths:
kind	startpoint	end	slack, ps	cells after the start
setup / recovery	addi2[1]	S[0][0]	70	4
hold / removal	S[0][2]	temp_out1[2]	410	0
setup reg to reg	S[0][3]	temp_out1[3]	1290	0
hold reg to reg	S[0][2]	temp_out1[2]	410	0
cell usage after synthesis:
cell type                  number
sky130_fd_sc_hd__edfxtp_1       8
sky130_fd_sc_hd__mux2_2         4
sky130_fd_sc_hd__or4_4          1
sky130_fd_sc_hd__buf_4          4
sky130_fd_sc_hd__conb_1         1
sky130_fd_sc_hd__nor2_4         1
sky130_fd_sc_hd__or4_1          1
sky130_fd_sc_hd__a21oi_1        1
power groups by stage:
stage | combinational (mW) | clock (mW) | sequential [mW]
after global routing | 0.0609 | 0.148 | 0.205
final | 0.0552 | 0.125 | 0.204
after CTS | 0.0563 | 0.132 | 0.204
cells by family after synthesis:
logic type	count (synthesis)	share of synthesized area (%)
AND/OR/NAND/NOR	3	8.48
other	1	1.06
AND-OR/OR-AND	1	1.41
multiplexers	4	12.7
flip-flops	8	67.8
buffers and inverters	4	8.48
cell type report:
type	count	area share (%)
well taps	46	8.98
multi-input cells	12	14.8
repair buffers	23	35.2
flip-flops and latches	8	37.5
clock buffers	3	3.52
metal layers:
layer	global-route usage, %	up-vias
met2	3.05	24
met4	0.352	0
li1	-	122
met1	3.77	98
met5	0	-
met3	3.98	2
sequential cells by signal, indices dropped and copies added (netlist names):
| signal | flops |
|---|---|
| S | 4 |
| temp_out1 | 4 |
No activity file was given, so power comes from the tool's default toggle rates.
