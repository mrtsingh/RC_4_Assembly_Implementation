**flow/design.v**
```verilog
`timescale 1ns / 1ps
module read(output [3:0] out1,addo1,
input[3:0] in1,addi1,addi2,in2,
input clk,en
    );
       reg [3:0] S [0:15];
reg [3:0] temp_out1;
assign out1 = temp_out1;
always @ (negedge clk)
begin
    if(!en)
        begin
            temp_out1 <= S[addo1];
        end
     else
        begin
            S[addi1] <= in1;
            S[addi2] <= in2;
        end
end
endmodule
```
**flow/run.sh**
```bash
#!/bin/bash
# OpenROAD 26Q1-2900-gdf79404cd8, Yosys 0.63+post, stock flow scripts
make -C /OpenROAD-flow-scripts/flow DESIGN_CONFIG=/design/flow/config.mk WORK_HOME=/design/flow/orfs finish
```
**flow/config.mk**
```make
export PLATFORM = sky130hd
export DESIGN_NAME = read
export DESIGN_NICKNAME = read
export VERILOG_FILES = /design/flow/design.v
export SDC_FILE = /design/flow/constraint.sdc
export NUM_CORES = 4
export LEC_CHECK = 1
export CORE_AREA = 10 10 70 70
export DIE_AREA = 0 0 80 80
```
**flow/constraint.sdc**
```tcl
current_design read

set clk_period 2.2
set clk_io_pct 0.2

create_clock -name clk0 -period $clk_period [get_ports {clk}]

set non_clock_inputs [all_inputs -no_clocks]
set_input_delay [expr $clk_period * $clk_io_pct] -clock clk0 $non_clock_inputs
set_output_delay [expr $clk_period * $clk_io_pct] -clock clk0 [all_outputs]
```
==> run summary <==
fresh numbers from the pnr run: # Cells Yosys=23, RR Endpoint=temp_out1[0]$_DFFE_NN_, io pins=26, DRC Markers=0, H-tree depth=1, DIE WIDTH=80 um, CTS tree=built, first drt pass iteration count=2, first-pass GRT wire length=1400 um, aggregate global routing overflow=0, Total Wirelength=873 um, peak supply drop=0.000276 V, share of layout cells above drive strength 1=45.6%, outcome=finished, violations left, GRT Overall Usage=2.88%, chip area estimate from yosys synthesis=369 sq um, Cell area leaders=edfxtp_1 65%, mux2_2 12%, buf_4 8.1%, nor4b_4 6.4%, a21o_2 2.4%, Synth Seq Share=65.1%, Max-Cap Viols=0, number of DRC markers in iteration 0=4, worst-path fanout max=1, HP Class=reg2reg, Synthesized registers=8, Netlist cell types=10, largest net degree at the start of global routing=6, most frequent cells in the layout=8 x edfxtp_1, 8 x inv_1, 8 x clkdlybuf4s50_1, dpl cells=92, # fillers=372, HPWL Detailed=757 um, Clock Path Buffers=2, CP Data Required Time=1.76 ns, CTS root buffer=clkbuf_4, Mapped Cells=23, cell area after synthesis=369 sq um, Synth warnings=5, leakage power=0.310 nW, Final GP Congestion=0.738, critical path startpoint=temp_out1[3]$_DFFE_NN_, failing checks=setup timing, number of antenna repair diodes=0, core box area=3420 sq um, critical path class=reg2out, Clock Pin Slew Worst Setup and Hold Paths=0.03 ns, setup ws final=-0.127 ns, antenna-violating nets left=0, vias per cell=2.71, Slew Limit Fails=0, family with the most delay on the worst path=flip-flops, Area leader share=65.1%, slowest stage delay, CP=0.35 ns, via count=279, Pwr Density=550 nW/um^2, num rows=21, IO buf count=21, Worst Reg-to-Reg Cells=0, RSZ-0062 raised after global routing=true, Die Span Y=80 um, worst-path cell chain=buf_2, Num CTS Buffers=3, worst path arrival time=1.89 ns, CP endpoint kind=primary output, CP Launch Type=flip-flop, count of non-filler cells in the finished layout=103, crit path to=out1[3], final hold violation count=0, Buffers & Inverters on Critical Path=1, Critical-path top delay cell=edfxtp_1, vias in the first global route=348, Syn Area/Cell=16.0 sq um, Pre-Place Util=10.8%, post-detailed-route wirelength per cell=8.48 um, final hold slack=0.407 ns, clk_skew=0.00354 ns, clk latency late pin=0.31 ns, CTS sink count=8, critical path depth in cells=1, tool warnings=36, final core occ=20.7%, synthesis-to-finish area growth=91.9%, cell type with the largest total area=edfxtp_1, initial antenna violation count=0, Worst R2R Setup Slack=1.60 ns, r2r startpoint=S[0][0]$_DFFE_NP_, Die Area=6400 sq um, hold buffer count at cts=0, final setup fails=8
[repair_timing]
item,in CTS,in global routing
pin swaps,3,4
endpoints found under the setup margin,12,12
resized,47,4
setup buffers,1,0
[logic make-up after synthesis]
logic type | count (synthesis) | synth area share, %
mux | 4 | 12.2
compound gates | 1 | 2.37
simple gates | 3 | 9.15
buf+inv | 6 | 10.2
other cells | 1 | 1.02
flops | 8 | 65.1
[power breakdown]
group	internal, mW	switching (mW)
Sequential	0.176	0.00122
Clock	0.0817	0.0772
Combinational	0.0391	0.0142
Total	0.297	0.0927
[synth_stat cells, drive strengths merged]
master,number
nor4b,1
conb,1
buf,4
edfxtp,8
nor2,1
nor4,1
inv,2
mux2,4
a21o,1
[metal layers]
layer / GRT usage (%) / part of all wire, % / up-vias
li1: - / - / 144
met1: 2.95 / 42 / 116
met2: 3.45 / 41 / 19
met3: 3.64 / 17 / 0
met4: 0.880 / 0 / 0
met5: 0 / 0 / -
[registers in the layout (all words and copies together) (netlist names)]
name       count
temp_out1      4
S              4
[through the flow]
stage               power (mW)  setup slack (ns)  TNS [ns]  instance area (sq um)
global placement         0.257            -0.856     -7.80                    648
CTS                      0.397            -0.143     -1.14                    697
detailed placement       0.257            -0.856     -7.83                    648
global route             0.436            -0.181     -1.17                    708
finish                   0.390            -0.127    -0.907                    708
floorplan                0.218            -0.324     -2.00                    388
[worst min path at each step]
| stage | start | end | slack (ns) | cells past startpoint |
|---|---|---|---|---|
| 6_report | S[0][1]$_DFFE_NP_ | temp_out1[1]$_DFFE_NN_ | 0.41 | 0 |
| 4_1_cts | S[0][1]$_DFFE_NP_ | temp_out1[1]$_DFFE_NN_ | 0.40 | 0 |
| 5_1_grt | S[0][2]$_DFFE_NP_ | temp_out1[2]$_DFFE_NN_ | 0.43 | 0 |
[area by class of cell]
cell class | count | area, sq um | area share (%)
Clock buffer | 3 | 22.5 | 3.18
Clock inverter | 8 | 30.0 | 4.24
Inverter | 1 | 6.26 | 0.883
Multi-Input combinational cell | 12 | 131 | 18.6
Sequential cell | 8 | 240 | 33.9
Tap cell | 46 | 57.6 | 8.13
Timing Repair Buffer | 25 | 220 | 31.1
Power figures rest on the tool's default switching activity, not on a simulated workload.
