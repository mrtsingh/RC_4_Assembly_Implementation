$ cat ./design.v
`timescale 1ns / 1ps
module Adder(ain1,
             ain2,
             add_out
    );
    input [63:0] ain1;
    input [63:0] ain2;
    output [63:0] add_out;
    assign add_out = ain1+ain2;
endmodule
`timescale 1ns / 1ps
module Buffer(in1,
              out,
              clk,
              ld,
              reset
    );
    input [63:0] in1;
    input ld;
    input clk,reset;
    output [63:0] out;
    reg [63:0] m2r;
    always@(*)
    begin
    if(!ld)
        m2r = in1;
    end
    assign out = m2r;    
endmodule
`timescale 1ns / 1ps
module Down_counter(q,
                    clk,
                    reset
    );
    output reg[2:0] q;
    input clk,reset;
    always @(posedge clk or posedge reset)
    begin
        if(reset)
            q = 3'b000;
        else
            q = q-1;
    end
endmodule
`timescale 1ns / 1ps
module Down_counter_2(q,
                    clk,
                    reset
    );
    output reg[1:0] q;
    input clk,reset;
    always @(posedge clk or posedge reset)
    begin
        if(reset)
            q = 2'b00;
        else
            q = q-1;
    end
endmodule
`timescale 1ns / 1ps
module Reg_Speck(din,
                 dout,
                 clk,
                 reset
    );
    input[63:0] din;
    input clk,reset;
    output reg [63:0] dout;
    always @ (posedge clk or posedge reset)
    begin
         if (reset)
         dout=64'd0;
         else
         dout= din;
    end
endmodule
`timescale 1ns / 1ps
module Shift_left(in,
                  out
    );
    input[63:0] in;
    output[63:0] out;
    assign out = (in<<2);
endmodule
`timescale 1ns / 1ps
module Shift_right(in,
                   out
    );
    input[63:0] in;
    output[63:0] out;
    assign out = (in>>7);
endmodule
`timescale 1ns / 1ps
module TOP( X,
                    reset8,
                    reset4,
                    reset_reg,
                    clk,
                    H1,
                    K1,
                    Y1,
                    hout,
                    ld,ld1
    );
    input [63:0] X,H1,K1,Y1;
    input clk,reset8,reset4,reset_reg;
    output [63:0] hout;
    input ld,ld1;
    wire [63:0] X_out,Y_out,H_final;
    wire[63:0] H;
    wire[63:0] mtoxw,mtoyw,mtohw;
    wire[63:0] w1,w2,w3,w4,w5,w7,w10,w11;
    wire[63:0] w21,w22,w23,w24,w25,w26,w27,w28,w29,ww;
    wire[63:0] w6,w8;
    wire[2:0] w13;
    wire[1:0] w33;
    mux2to1 m1(.in1(X),.in2(w6),.ld(ld),.out(mtoxw));
    mux2to1 m2(.in1(Y1),.in2(w8),.ld(ld),.out(mtoyw));
    Reg_Speck   regx  (.din(mtoxw),.dout(w1),.clk(clk),.reset(reset_reg));
    Reg_Speck   regy  (.din(mtoyw),.dout(w2),.clk(clk),.reset(reset_reg));
    Reg_Speck   regk1 (.din(K1),.dout(w5),.clk(clk),.reset(reset_reg));
    Shift_right sr  (.in(w1),.out(w3));
    Adder add       (.ain1(w3),.ain2(w2),.add_out(w4));
    assign w6 = w4^w5;
    Shift_left sl   (.in(w2),.out(w7));
    assign w8 = w6^w7;
    Down_counter dc (.q(w13),.clk(clk),.reset(reset8));   
    Buffer bf1      (.in1(w6),.out(w10),.ld(|w13),.reset(reset_reg),.clk(clk));
    Buffer bf2      (.in1(w8),.out(w11),.ld(|w13),.reset(reset_reg),.clk(clk));
    Reg_Speck finalx (.din(w10),.dout(X_out),.clk(clk),.reset(reset_reg));
    Reg_Speck finaly (.din(w11),.dout(Y_out),.clk(clk),.reset(reset_reg));
      assign H = w10 ^ w11;
      assign H_final = H^H1;
    mux2to1 mh          (.in1(H_final),.in2(ww),.ld(ld1),.out(w21));
    Shift_right sr1     (.in(w21),.out(w23));
    Shift_left  sl1     (.in(w21),.out(w25));
    Adder     add1      (.ain1(w23),.ain2(w5),.add_out(w24));
    assign w26  = w24 ^ w25;
    Reg_Speck   addh    (.din(w26),.dout(ww),.clk(clk),.reset(reset_reg));
     Down_counter_2 dch (.q(w33),.clk(clk),.reset(reset4));
     Buffer bf1h      (.in1(ww),.out(w28),.ld(|w33),.reset(reset_reg),.clk(clk));
     Reg_Speck finalh (.din(w28),.dout(hout),.clk(clk),.reset(reset_reg));
endmodule
`timescale 1ns / 1ps
module mux2to1(in1,
               in2,
               ld,
               out
    );
    input[63:0] in1,in2;
    input ld;
    output reg [63:0] out;
    always@(*)
    begin
    if(!ld)
        out = in1;
    else
        out = in2;
    end
endmodule
$ cat ./run.sh
#!/bin/bash
# OpenROAD 26Q1-2900-gdf79404cd8, Yosys 0.63+post, stock flow scripts
make -C /OpenROAD-flow-scripts/flow DESIGN_CONFIG=/design/flow/config.mk WORK_HOME=/design/flow/orfs finish
$ cat ./config.mk
export PLATFORM = sky130hd
export DESIGN_NAME = TOP
export DESIGN_NICKNAME = TOP
export VERILOG_FILES = /design/flow/design.v
export SDC_FILE = /design/flow/constraint.sdc
export NUM_CORES = 4
export LEC_CHECK = 1
export CORE_UTILIZATION = 30
$ cat ./constraint.sdc
current_design TOP

set clk_period 25.1
set clk_io_pct 0.2

create_clock -name clk0 -period $clk_period [get_ports {clk}]

set non_clock_inputs [all_inputs -no_clocks]
set_input_delay [expr $clk_period * $clk_io_pct] -clock clk0 $non_clock_inputs
set_output_delay [expr $clk_period * $clk_io_pct] -clock clk0 [all_outputs]
==> Slide: Implementation Results <==
Run Summary

STA
  – Minimum clock period: 9.38 ns
  – Peak Freq: 0.107 GHz
  – Final hold viol count: 0
  – Rel. slew slack: 0.382
  – Setup_tns: 0 ns
  – RSZ-0062 raised after global routing: false
  – Hold WS: 0.413 ns
  – Register pins left without a clock: 188
  – Final period util: 0.374
  – Clock Skew: 0.0251 ns
  – Slew @ Worst Pin: 0.904 ns
  – Final setup fails: 0
  – Endpoints left unconstrained: 252
  – Max-slew violations: 0

Floorplanning
  – Chip Area: 0.0781 sq mm
  – I/O pin cnt: 326
  – Core area: 0.0761 sq mm
  – Die Ht: 279 um
  – Die width: 279 um
  – Floorplan Utilization: 0.304
  – Row count: 101

Setup path
  – CP Capture Type: flip-flop
  – Setup crit start kind: input pin
  – Crit Path Class: input pin to flip-flop
  – WP data required: 25.58 ns
  – Critical-path maximum fanout: 5
  – Critical path data arrival time: 9.86 ns

Layout
  – Util after Layout: 0.379
  – FILL cells: 7505
  – P&R area growth vs syn: 24.8%
  – Share of cells above drive strength 1: 0.0828
  – Fin cells: 3591

Placed design
  – DP HPWL: 58.6 mm
  – Gp weighted congestion: 0.924
  – PortBufs: 318
  – Placed insts: 3511

CTS
  – Num CTS Buffers: 42
  – CTS tree: yes
  – Clock Latency Late Sink: 0.58 ns
  – CTS HTree Levels: 2
  – Clock transition at path regs: 0.06 ns
  – Setup Fix Bufs, Post-CTS: 0
  – Clock buffer depth: 3
  – Post-CTS sizing: 0
  – Root buffer cell: clkbuf_16
  – Hold Buf Count CTS: 0

Status
  – Status: completed

Synthesis
  – Syn Area/Cell: 10.4 sq um
  – Ys flop type: dfrtp_1
  – Top area cell types: dfrtp_1, xnor2_1, dlxtn_1
  – Async SR Flop Fraction: 0.628
  – Syn. warnings: 5
  – Yosys top cell by area: dfrtp_1
  – Unique masters post-synth: 96
  – Synthesis area per yosys: 0.0231 sq mm
  – Yosys cell count: 2221
  – Post-synth EDFFs: 0
  – Post-synthesis cell count: 2221
  – Synthesized area: 0.0231 sq mm
  – Flops after synth: 506
  – Max-area cell share: 0.345

Detailed routing
  – Pre-antenna DRT Iters: 6
  – Drc violations: 0
  – Vias: 16800
  – DRT iter0 DRCs: 1015
  – Routed WL: 72.5 mm
  – WL/cell: 20.2 um
  – Routed vias/inst: 4.68
  – ANT nets after route: 0

Global routing
  – Global-route wire length before repair: 107 mm
  – Initial antenna violation count: 6
  – Gr usage total: 0.191
  – Number of global-route vias before repair: 17000
  – Largest net degree at the start of global routing: 78
  – Total grt overflow: 0

Job
  – OpenROAD warning count: 45
  – Max cap viols: 0

Hold path
  – Worst Hold Class: flip-flop to flip-flop
==> path summary, 6_finish.rpt <==
check / start / endpoint / slack, ns / depth (start not counted)
setup / recovery: H1[15] / addh.dout[55]$_DFF_PP0_ / 15.72 / 16
hold / removal: dch.q[0]$_DFF_PP0_ / dch.q[0]$_DFF_PP0_ / 0.41 / 1
setup reg to reg: addh.dout[8]$_DFF_PP0_ / addh.dout[55]$_DFF_PP0_ / 20.64 / 14
hold reg to reg: dch.q[0]$_DFF_PP0_ / dch.q[0]$_DFF_PP0_ / 0.41 / 1
max in group asynchronous: reset_reg / regx.dout[32]$_DFF_PP0_ / 18.40 / 4
min in group asynchronous: reset4 / dch.q[0]$_DFF_PP0_ / 4.59 / 2
==> per-stage QoR <==
step                cell area [sq um]  setup slack [ns]
detailed placement              27300             15.20
floorplan                       23100             11.42
CTS                             28800             15.77
global placement                27300             15.19
global route                    28800             15.45
finish                          28800             15.72
==> layout by cell type, fill, tap and decap left out, types with 18 or more instances in the layout <==
master	n
a21o_1	73
dfrtp_1	318
nor2_1	107
dlxtp_1	64
clkdlybuf4s50_1	316
ha_1	128
xor2_1	139
o21bai_1	21
clkbuf_16	42
o21ai_0	120
nor3_1	18
nand2_1	174
mux2_2	87
dlxtn_1	124
inv_1	72
xnor2_1	286
nand4_1	29
a21oi_1	167
==> critical path: stages <==
cell,delay [ns]
clkdlybuf4s50_1,0.48
xor2_1,0.18
xnor2_1,0.10
o21ai_0,0.55
ha_1,0.40
and2_1,0.19
a221o_1,0.35
a21oi_1,0.14
o21ai_0,0.26
a31oi_1,0.50
o31ai_1,0.13
buf_4,0.18
a2111oi_0,0.79
o31ai_1,0.22
a21oi_1,0.21
xor2_1,0.15
==> logic make-up (layout without fill, tap and decap cells) <==
| family | count (synthesis) | in the layout | share of synthesized area |
|---|---|---|---|
| buffers and inverters | 145 | 483 | 0.0291 |
| latches | 188 | 188 | 0.122 |
| and+or+nand+nor | 412 | 412 | 0.0812 |
| adders and majority gates | 131 | 131 | 0.0716 |
| xor gates and xnor gates | 435 | 435 | 0.170 |
| DFF | 318 | 318 | 0.345 |
| other | 0 | 2 | 0 |
| AOI/OAI and AO/OA | 502 | 502 | 0.137 |
| muxes | 90 | 90 | 0.0439 |
==> synth_stat cells (3+ instances only) <==
cell type / number
dfrtp_1: 318
xnor2_1: 286
nand2_1: 174
a21oi_1: 167
xor2_1: 139
ha_1: 129
dlxtn_1: 124
o21ai_0: 120
nor2_1: 107
mux2_2: 87
a21o_1: 73
inv_1: 73
dlxtp_1: 64
clkbuf_1: 53
nand4_1: 29
o21bai_1: 21
nor3_1: 18
nand3_1: 17
a31oi_1: 16
a211oi_1: 15
nor2b_1: 11
and2_1: 8
and3_1: 8
clkbuf_8: 8
o211ai_1: 8
a21boi_0: 6
nand2b_1: 6
nor4_1: 6
o31ai_1: 6
a221o_1: 5
o21a_1: 5
o21ai_1: 5
or3_1: 5
a31o_2: 4
a41oi_1: 4
nand3b_1: 4
o2111ai_1: 4
a211o_1: 3
a311o_1: 3
and4_1: 3
buf_6: 3
o21ai_2: 3
or2_2: 3
xnor2_2: 3
xnor3_1: 3
==> final cells by class <==
type | instances | area (sq um) | share of cell area
antenna | 2 | 5.00 | 0.000174
sequential | 506 | 10800 | 0.374
clock buffer | 57 | 1190 | 0.0412
timing repair buffer | 332 | 3290 | 0.114
inverter | 73 | 282 | 0.00977
tap | 1030 | 1290 | 0.0447
clock inverter | 21 | 342 | 0.0119
multi-input combinational | 1570 | 11700 | 0.404
==> flip-flops by register name, summed over array words and instances (netlist names) <==
name	flops
addh.dout	64
bf1h.m2r	64
finalh.dout	64
regk1.dout	64
regy.dout	64
bf1.m2r	62
bf2.m2r	62
regx.dout	57
dc.q	3
dch.q	2
==> routing by layer <==
layer | up-vias | global-route usage | part of all wire
met1 | 8001 | 0.285 | 0.46
met2 | 459 | 0.287 | 0.45
met5 | - | 0 | 0.00014
met4 | 2 | 0.0551 | 0.034
li1 | 8248 | - | -
met3 | 109 | 0.0371 | 0.058
